==> flow/run.sh <==
#!/bin/bash
# OpenROAD 26Q1-2900-gdf79404cd8, Yosys 0.63+post, stock flow scripts
make -C /OpenROAD-flow-scripts/flow DESIGN_CONFIG=/design/flow/config.mk WORK_HOME=/design/flow/orfs finish
==> flow/config.mk <==
export PLATFORM = sky130hd
export DESIGN_NAME = led_unit
export DESIGN_NICKNAME = led_unit
export VERILOG_FILES = /design/flow/design.v
export SDC_FILE = /design/flow/constraint.sdc
export NUM_CORES = 4
export LEC_CHECK = 1
export CORE_UTILIZATION = 40
==> flow/constraint.sdc <==
current_design led_unit

set clk_period 2.9
set clk_io_pct 0.2

create_clock -name clk0 -period $clk_period [get_ports {clk_src}]

set non_clock_inputs [all_inputs -no_clocks]
set_input_delay [expr $clk_period * $clk_io_pct] -clock clk0 $non_clock_inputs
set_output_delay [expr $clk_period * $clk_io_pct] -clock clk0 [all_outputs]
==> flow/design.v <==
module data_to_segment
#(parameter DATA_WIDTH = 32)
(
    input [(DATA_WIDTH-1):0] data,
    output [(DATA_WIDTH*2)-1:0] seg_data
);
    integer_to_segment trans1 (
        .int_data(data[3:0]),
        .seg_data(seg_data[7:0])
    );
    integer_to_segment trans2 (
        .int_data(data[7:4]),
        .seg_data(seg_data[15:8])
    );
    integer_to_segment trans3 (
        .int_data(data[11:8]),
        .seg_data(seg_data[23:16])
    );
    integer_to_segment trans4 (
        .int_data(data[15:12]),
        .seg_data(seg_data[31:24])
    );
    integer_to_segment trans5 (
        .int_data(data[19:16]),
        .seg_data(seg_data[39:32])
    );
    integer_to_segment trans6 (
        .int_data(data[23:20]),
        .seg_data(seg_data[47:40])
    );
    integer_to_segment trans7 (
        .int_data(data[27:24]),
        .seg_data(seg_data[55:48])
    );
    integer_to_segment trans8 (
        .int_data(data[31:28]),
        .seg_data(seg_data[63:56])
    );
endmodule
module integer_to_segment
(
    input [3:0] int_data,
    output reg [7:0] seg_data
);
    always @(int_data) begin
        case (int_data)
            4'b0000:    seg_data <= 8'b11000000;     
            4'b0001:    seg_data <= 8'b11111001;     
            4'b0010:    seg_data <= 8'b10100100;     
            4'b0011:    seg_data <= 8'b10110000;     
            4'b0100:    seg_data <= 8'b10011001;     
            4'b0101:    seg_data <= 8'b10010010;     
            4'b0110:    seg_data <= 8'b10000010;     
            4'b0111:    seg_data <= 8'b11111000;     
            4'b1000:    seg_data <= 8'b10000000;     
            4'b1001:    seg_data <= 8'b10010000;     
            4'b1010:    seg_data <= 8'b10001000;     
            4'b1011:    seg_data <= 8'b10000011;     
            4'b1100:    seg_data <= 8'b11000110;     
            4'b1101:    seg_data <= 8'b10100001;     
            4'b1110:    seg_data <= 8'b10000110;     
            4'b1111:    seg_data <= 8'b10001110;     
            default:    seg_data <= 8'b11111111;     
        endcase
    end
endmodule
module led_unit
#(parameter DATA_WIDTH = 32)
(
    input clk_src,
    input [(DATA_WIDTH-1):0] led_data,
    output reg [7:0] anodes,
    output reg [7:0] cnodes
);
    reg [2:0] count;  
    wire [(DATA_WIDTH*2)-1:0] seg_data;
    initial begin
        count <= 0;
        anodes <= 0;
        cnodes <= 0;
    end
    data_to_segment #(
        .DATA_WIDTH(DATA_WIDTH)
    ) data_to_segment (
        .data(led_data),
        .seg_data(seg_data)
    );
    always @(posedge clk_src) begin
        count = count + 1;
    end
    always @(count) begin
        case (count)
            3'b000: begin
            anodes = 8'b11111110;
            cnodes = seg_data[7:0];
        end
        3'b001: begin
            anodes = 8'b11111101;
            cnodes = seg_data[15:8];
        end
        3'b010:  begin
            anodes = 8'b11111011;
            cnodes = seg_data[23:16];
        end
        3'b011: begin
            anodes = 8'b11110111;
            cnodes = seg_data[31:24];
        end
        3'b100: begin
            anodes = 8'b11101111;
            cnodes = seg_data[39:32];
        end
        3'b101: begin
            anodes = 8'b11011111;
            cnodes = seg_data[47:40];
        end
        3'b110: begin
            anodes = 8'b10111111;
            cnodes = seg_data[55:48];
        end
        3'b111: begin
            anodes = 8'b01111111;
            cnodes = seg_data[63:56];
        end
        default: begin
            anodes = 8'b11111110;
            cnodes = 8'b11111111;
        end
        endcase
    end
endmodule
==> results.cfg <==
; physical design summary
[setup_path]
reg2reg_slack_ps = 1780
critPathKind = input pin to output port
arrival_ps = 2250
r2r-start = count[2]
path_max_fanout = 4
worstReg2RegEnd = count[2]
worst_setup_path_end_kind = output port
start_kind = input pin
required_ps = 2320
r2r_cells = 3

[layout]
largest_register_ffs = 3
layout.cells.non_filler = 571
regMostFlops = count
num-fill-cells = 520
regArea_sq_um = 61.3
comb_area_sq_um = 2650
reg_top3 = count: 3 flops
area_delta_synth_final_pct = 62.3
layout-drive-gt1-share_pct = 43.3

[yosys]
topCellsByArea = ha_1 29%, mux4_2 5.1%, mux2i_1 4.9%, o21ai_0 4.7%, nand2_1 4.1%
top_area_cell = ha_1
syn_inst = 353
flop_cell = dfxtp_1
ys_async_sr_fraction_pct = 0
yosys_cells = 353
yosys_warnings = 2
ys_seq_share_pct = 2.28
synth-edff-count = 0
top_cell_area_share_pct = 29.0
syn_area_per_cell_sq_um = 7.46
ys_types = 48
yosys_area_sq_um = 2640
syn_area_sq_um = 2640
yosys-top-cells-count = 61 x ha_1, 29 x nand2_1, 28 x inv_1, 25 x o21ai_0, 24 x nor2_1
ys_ff = 3
most_common_cell = ha_1

[floorplan]
chipArea_sq_um = 6920
row_count = 29
fp_util_pct = 41.5
die_w_microns = 83.2
placeableCoreArea_sq_um = 6350
die_h_microns = 83.2
ios = 49

[power]
ir_drop_uv = 104
p_leak_nw = 1.98
power_density_nw_per_um2 = 147

[clocking]
cts_root_buf = clkbuf_8
path_clk_slew_ps = 30
ctsHoldBuffers = 0
cts_buffers = 3
cts_tree = yes
clk_path_buf_depth = 2
worstSkewPairLatency_ps = 210
clock_sinks = 3
cts_max_level = 1

[routing]
postRouteAntennaNets = 0
wirelength_microns = 7420
vias_per_cell = 5.22
drc = 0
diodes = 0
num_vias = 2982
wl_per_cell_microns = 13.0
initialDrtViolationCount = 112
dr.pass1.iters = 4

[final_timing]
slew_viol_final = 0
period_needed_ps = 2830
setup_ws_ps = 71.7
rsz0062_at_grt = yes
fin_worst_skew_ps = 1.19
fmax_ghz = 0.354
fin_crit_sh_pct = 97.5
setup_viol = 0
hold_viol = 0

[outcome]
status = finished clean

[flow_run]
warning_count = 78
max_cap_viol_count = 0

[grt]
antenna_found_initial = 0
overflow = 0
first_global_vias = 2732
grt_pass1_wl_microns = 12300
grt_use_total_pct = 21.5
grt_max_degree = 15

[worst_hold_path]
worstHoldEndpoint = count[0]
holdPathStages = 1
hold_path.startpoint = count[0]
worst_hold_path_type = flop to flop

[placed_design]
dp_slack_ps = -783
port_buffers = 47
place_congestion = 0.918
dpl.cell_count = 558
post-dp-hpwl_microns = 5950
==> worst max path at each step <==
| stage | from | to | slack [ps] | cells after the start |
|---|---|---|---|---|
| after CTS | led_data[29] | cnodes[3] | -2 | 10 |
| after global routing | led_data[24] | cnodes[5] | -20 | 10 |
| final | led_data[0] | cnodes[0] | 70 | 8 |
==> cell type report <==
cell class / instances / area share, %
Timing Repair Buffer: 162 / 30.6
Tap cell: 77 / 2.25
Sequential cell: 3 / 1.43
Clock buffer: 4 / 1.05
Multi-Input combinational cell: 296 / 62.0
Inverter: 29 / 2.66
==> cell families (layout without fill, tap and decap cells) <==
group           after synthesis  count (layout)  synth area share (%)
compound gates              105             105                  26.7
simple gates                 98              98                  18.1
fa+ha+maj                    61              61                  29.0
buf+inv                      54             195                  8.55
mux                          30              30                  14.9
flops                         3               3                  2.28
other cells                   1               1                 0.142
xor+xnor                      1               1                 0.332
==> worst max-delay path, cell delays in order <==
cell             delay [ps]
clkdlybuf4s50_1         430
buf_4                   160
ha_2                    200
nor2b_1                 150
a211o_1                 270
a21oi_2                 140
a31oi_1                  70
dlygate4sd2_1           250
==> per-stage QoR <==
step                      cell area [sq um]  total power, mW  util [%]  hold WS, ps  setup TNS, ps
after floorplan                        2640            0.249         -          420              0
after global placement                 3880            0.466      61.2          441          -3770
after detailed placement               3880            0.468      61.2          459          -3890
after CTS                              4240            0.624      66.8          466          -2.00
after global routing                   4280            0.684      67.3          488          -45.4
final                                  4280            0.630      67.3          470              0
==> placed cells by master, fill, tap and decap left out, drive strengths merged, types with 2 or more instances in the layout <==
master | Yosys | layout
a211o | 4 | 4
a211oi | 15 | 15
a21oi | 16 | 16
a221oi | 5 | 5
a22o | 5 | 5
a22oi | 2 | 2
a2bb2oi | 2 | 2
a311oi | 2 | 2
a31oi | 12 | 12
a32oi | 3 | 3
and2 | 3 | 3
and3 | 3 | 3
buf | 10 | 125
clkbuf | 15 | 8
clkdlybuf4s15 | 0 | 3
clkdlybuf4s50 | 0 | 14
dfxtp | 3 | 3
dlygate4sd2 | 0 | 15
ha | 61 | 61
inv | 29 | 29
mux2 | 11 | 11
mux2i | 13 | 13
mux4 | 6 | 6
nand2 | 29 | 29
nand2b | 5 | 5
nand3 | 2 | 2
nand3b | 4 | 4
nor2 | 24 | 24
nor2b | 15 | 15
nor3 | 6 | 6
nor3b | 2 | 2
nor4 | 2 | 2
o211ai | 7 | 7
o21ai | 25 | 25
o22ai | 2 | 2
or2 | 2 | 2
==> what timing repair did <==
| item | in CTS | in global routing |
|---|---|---|
| setup endpoints to repair | 9 | 8 |
| resized | 137 | 35 |
| setup buffers | 11 | 1 |
| pin swaps | 36 | 15 |
==> where the power goes <==
group	total (mW)	internal, mW	switching (mW)
sequential	0.0416	0.0416	0
clock	0.121	0.0937	0.0273
combinational	0.467	0.260	0.207
total	0.630	0.395	0.235
==> layer usage <==
layer	vias up	GRT usage, %	part of all wire (%)
met5	-	0	0
met4	0	1.41	0.46
met3	4	1.31	4.0
met2	57	36.5	48
met1	1365	31.6	48
li1	1556	-	-
Power figures rest on the tool's default switching activity, not on a simulated workload.
