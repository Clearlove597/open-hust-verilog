File: design/flow/run.sh
#!/bin/bash
# OpenROAD 26Q1-2900-gdf79404cd8, Yosys 0.63+post, stock flow scripts
make -C /OpenROAD-flow-scripts/flow DESIGN_CONFIG=/design/flow/config.mk WORK_HOME=/design/flow/orfs finish
File: design/flow/config.mk
export PLATFORM = sky130hd
export DESIGN_NAME = alu
export DESIGN_NICKNAME = alu
export VERILOG_FILES = /design/flow/design.v
export SDC_FILE = /design/flow/constraint.sdc
export NUM_CORES = 4
export LEC_CHECK = 1
export CORE_UTILIZATION = 50
File: design/flow/constraint.sdc
current_design alu

set clk_period 431.3
set clk_io_pct 0.2

create_clock -name clk0 -period $clk_period

set non_clock_inputs [all_inputs -no_clocks]
set_input_delay [expr $clk_period * $clk_io_pct] -clock clk0 $non_clock_inputs
set_output_delay [expr $clk_period * $clk_io_pct] -clock clk0 [all_outputs]
File: design/flow/design.v
module alu
#(parameter DATA_WIDTH = 32)
(
    input [DATA_WIDTH-1:0] srcA,
    input [DATA_WIDTH-1:0] srcB,
    input [3:0] aluop,
    output reg [DATA_WIDTH-1:0] aluout,
    output zero,
    output of,
    output uof
);
    wire signed [DATA_WIDTH-1:0] signed_srcA;
    wire signed [DATA_WIDTH-1:0] signed_srcB;
    assign signed_srcA = $signed(srcA);
    assign signed_srcB = $signed(srcB);
    always @ ( * ) begin
        case (aluop)
            4'd0: aluout <= srcA << srcB;
            4'd1: aluout <= signed_srcA >>> srcB;
            4'd2: aluout <= srcA >> srcB;
            4'd3: aluout <= srcA * srcB;
            4'd4: aluout <= srcA / srcB;
            4'd5: aluout <= srcA + srcB;   
            4'd6: aluout <= srcA - srcB;
            4'd7: aluout <= srcA & srcB;
            4'd8: aluout <= srcA | srcB;
            4'd9: aluout <= srcA ^ srcB;
            4'd10: aluout <= ~(srcA | srcB);
            4'd11: aluout <= (signed_srcA < signed_srcB) ? 1 : 0;
            4'd12: aluout <= (srcA < srcB) ? 1 : 0;
            default: aluout <= 0;
        endcase
    end
    alu_flags #(
        .DATA_WIDTH(DATA_WIDTH)
    ) FLAGS  (
        .srcA(srcA),
        .srcB(srcB),
        .aluop(aluop),
        .zero(zero),
        .of(of),
        .uof(uof)
    );
endmodule  
module alu_flags 
#(parameter DATA_WIDTH = 32)
(
    input [DATA_WIDTH-1:0] srcA,
    input [DATA_WIDTH-1:0] srcB,
    input [3:0] aluop,
    output zero,
    output of,
    output uof
);
    wire [DATA_WIDTH-1:0] sum, diff;
    wire carry1, carry2;
    assign {carry1, sum} = srcA + srcB;     
    assign {carry2, diff} = srcA - srcB;     
    assign zero = (srcA == srcB);
    assign of = (aluop == 4'd5) ? ((srcA[DATA_WIDTH-1] & srcB[DATA_WIDTH-1] & ~sum[DATA_WIDTH-1]) | (~srcA[DATA_WIDTH-1] & ~srcB[DATA_WIDTH-1] & sum[DATA_WIDTH-1]))
                : (aluop == 4'd6) ? ((srcA[DATA_WIDTH-1] & ~srcB[DATA_WIDTH-1] & ~diff[DATA_WIDTH-1]) | (~srcA[DATA_WIDTH-1] & srcB[DATA_WIDTH-1] & diff[DATA_WIDTH-1]))
                : 0;
    assign uof = (aluop == 4'd5) ? (carry1)
                : (aluop == 4'd6) ? (carry2)
                : 0;
endmodule  
==> changes_impl.md <==
## Implementation

* Post-CTS setup buffer count at 0
* Peak Freq at 3.88 MHz
* Final Max Tran Viols at 0
* CORE AREA at 103000 µm²
* Final setup violation count at 0
* Area Overhead vs Synth at 6.63%
* Synth Seq Share at 0
* First-pass GRT wire length at about 380000 µm
* Hold Vio Cnt, Final at 0
* Final HPWL DP at 210000 µm
* Status: finished, final reports clean
* Critical path peak fanout at 35
* CP bufs+invs at 26
* Final GP Congestion at roughly 1.1
* Required time worst endpoint at around 350000 ps
* Via density per instance at 6.58
* Worst Setup Slack, final at 173330 ps
* Post-route ant nets at 0
* Power Density at 6.92 nW/µm²
* Pleak at 26.7 nW
* Yosys cell count at 7377
* Top cell excl fill/tap: nand2_1
* Routed length on met3 at 41700 µm
* Crit path top cell by count: a21oi_1
* Critical Path Start Type: input port
* Internal power at 153 µW
* DR DRC count at 0
* DR WL/cell at 30.5 µm
* Synth Area per Inst at between 7 and 8 µm²
* Initial antenna violation count at 30
* DIE WIDTH at 325 µm
* Max-cap violations at 0
* Register Area at 0 µm²
* GRT overflow at 0
* Sw Pwr at 231 µW
* Cell area after synthesis at roughly 52000 µm²
* # IOs at 103
* First-iteration detailed-routing DRC count at a little under 6000
* Pre-Place Util at 0.504
* Met2 WL at 104000 µm
* Flops at 0
* Critical-path top delay cell: o31ai_1
* Max Used Layer: met5
* Full die area at 106000 µm²
* Share of layout cells above drive strength 1 at 0.0637
* Final cycle utilization of the critical path at 0.598
* Crit path time final at 257970 ps
* Gr usage total at 0.514
* Rel. slew slack at 0.0365
* Setup tns final at 0 ps
* CP Data Arrival Time at about 170000 ps
* Library cells used by synthesis at a little over 90
* Largest stage delay, worst path at approximately 1200 ps
* Most common logic cells in the final layout: nand2_1, nor2_1, ha_1
* Critical Path Sink Type: output port
* Peak supply drop at 0.0000408 V
* Place WS at between 150000 and 200000 ps
* Wl on met1 at 98900 µm
* # rows at roughly 120
* Sw Ratio at 0.601
* Layout clock buffer count at 0
* Post-Synthesis Cells at 7377
* Filler Cell Count at 9949
* Initial DRT Pass Iterations at 9
* RSZ-0062 raised after global routing: false
* Worst-Margin Slew at between 1000 and 1500 ps
* Largest net degree at the start of global routing at 63
* Vias in the first global route at 55500
* Chip Area, Yosys at 52100 µm²
* Final wirelength at ~270000 µm
* Fin util at 0.537
* CP delay by family, top: AND-OR/OR-AND gates
* Port Buffer Count at 103
* Vias post-DR at 57800
* Synth warnings at 1
* Die Y at 325 µm
* Gates resized, CTS repair at 0
* CTS Hold Bufs at 0
* Hold WC Path Type: in2out
* CP Class: in2out
* Tool warnings at 101
final timing paths:
path,to,startpoint,slack [ps],depth (start not counted)
hold / removal,aluout[20],srcB[4],174100,8
setup / recovery,aluout[0],srcB[22],173330,314
through the flow:
stage	power (mW)	hold WS [ps]	cells	area, µm²
after floorplan	0.259	172760	7377	52100
after global placement	0.362	174000	8768	55500
after detailed placement	0.365	173990	8769	55500
after CTS	0.368	174000	8769	55500
after global routing	0.417	174070	8776	55500
final	0.384	174100	8788	55600
cells in the mapped netlist, types with 94 or more instances:
library cell / instances / share of area
nand2_1: 929 / 0.067
nor2_1: 795 / 0.057
ha_1: 782 / 0.19
inv_1: 698 / 0.050
a21oi_1: 541 / 0.052
fa_1: 409 / 0.16
o21ai_0: 368 / 0.035
xnor2_1: 313 / 0.053
clkbuf_1: 249 / 0.018
a21o_1: 183 / 0.026
nor3_1: 162 / 0.016
xor2_1: 162 / 0.027
nand3_1: 133 / 0.013
o21a_1: 130 / 0.019
a211oi_1: 94 / 0.014
final cells by class:
type | instances | area [µm²] | area share
multi-input cells | 6329 | 48300 | 0.869
repair buffers | 350 | 2850 | 0.0512
inverters | 710 | 2670 | 0.0480
well taps | 1380 | 1730 | 0.0311
diodes | 19 | 47.5 | 0.000856
per-layer routing:
metal | vias to the layer above | track usage
met2 | 3964 | 0.687
met3 | 1026 | 0.272
li1 | 25800 | -
met1 | 27000 | 0.635
met5 | - | 0.0349
met4 | 23 | 0.347
worst min-delay path, stage by stage:
cell and delay (ps):
buf_2 100, buf_4 310, nor2_1 180, a31oi_1 70, o21ai_0 160, a211oi_1 50, o31ai_1 170, clkdlybuf4s50_1 500
cells by family (layout without fill, tap and decap cells):
logic type	count (synthesis)	after routing	share of synthesized area
AOI/OAI and AO/OA	1975	1975	0.250
muxes	152	152	0.0320
other	0	19	0
xor gates and xnor gates	475	475	0.0798
adders and majority gates	1191	1191	0.345
and+or+nand+nor	2536	2536	0.217
buffers and inverters	1048	1060	0.0759
Power figures rest on the tool's default switching activity, not on a simulated workload.
